### config.mk
export PLATFORM = sky130hd
export DESIGN_NAME = UART
export DESIGN_NICKNAME = UART
export VERILOG_FILES = /design/flow/design.v
export SDC_FILE = /design/flow/constraint.sdc
export NUM_CORES = 4
export LEC_CHECK = 1
export CORE_UTILIZATION = 50
### constraint.sdc
current_design UART

set clk_period 4.0
set clk_io_pct 0.2

create_clock -name clk0 -period $clk_period [get_ports {CLOCK}]

set non_clock_inputs [all_inputs -no_clocks]
set_input_delay [expr $clk_period * $clk_io_pct] -clock clk0 $non_clock_inputs
set_output_delay [expr $clk_period * $clk_io_pct] -clock clk0 [all_outputs]
### design.v
module UART #(parameter BaudRate = 9600, RefFrequency = 10_000_000, N = 8)(
    input    wire            CLOCK,
    input    wire            RESET_N,
    input    wire  [N-1:0]   DATAI, 
    output   reg   [N-1:0]   DATAO, 
    input    wire            WR, 
    output   wire            BUSY, 
    output   reg             VALID, 
    output   reg             TX,
    input    wire            RX
    );
    localparam  cycle = RefFrequency/BaudRate;
    reg  signed  [ 15:0]  varCount = 0;
    reg          [ 15:0]  count0   = 0;
    reg          [ 15:0]  count1   = 0;
    reg          [  7:0]  bit0     = 0;
    reg          [  7:0]  bit1     = 0;
    reg          [N-1:0]  datai    = 0;
    reg          [N-1:0]  datao    = 0;
    reg                   recving  = 0;
    reg                   sending  = 0;
    initial begin
        DATAO <= 0;
        VALID <= 0;
        TX    <= 0;
    end
    always @(posedge CLOCK or negedge RESET_N) begin
        if (!RESET_N) begin
            count0 <= 0;
            bit0 <= 0;
            recving <= 0;
            varCount <= 0;
            VALID <= 0;
        end else begin
            if (recving) begin
                if (count0 < cycle) begin
                    count0 <= count0+1;
                    varCount = RX ? varCount+1 : varCount-1;
                end else if(count0 == cycle) begin
                    count0 <= count0+1; 
                    bit0 <= bit0+1; 
                    if (bit0 == 0) begin
                        if (varCount>0) begin
                            recving <= 0;
                        end 
                    end else if (bit0 <= N) begin
                        datao[bit0-1] <= varCount>0?1:0;
                    end else begin
                        DATAO <= datao;
                        VALID <= 1;
                        recving <= 0;
                    end  
                end else begin
                    count0 <= 1;
                    varCount <= 0;
                end
            end else begin
                if (RX==0) begin
                    recving <= 1;
                    count0 <= 1;
                    bit0 <= 0;
                    varCount <= 0;
                    VALID <= 0;
                    datao <= 0;
                end
            end 
        end
    end
    assign  BUSY = sending;
    always @(posedge CLOCK or negedge RESET_N) begin
        if (!RESET_N) begin
            count1 <= 0;
            bit1 <= 0;
            sending <= 0;  
            TX <= 1;
        end else begin
            if (sending) begin
                if (count1 < cycle) begin
                    count1 <= count1+1;
                end else if(count1 == cycle) begin
                    count1 <= count1+1; 
                    bit1 <= bit1+1; 
                    if (bit1 < N) begin
                        TX <= datai[bit1];
                    end else if (bit1 == N) begin 
                        TX <= 1;
                    end else begin 
                        sending <= 0;
                    end  
                end else begin
                    count1 <= 1; 
                end
            end else begin
                if (WR) begin
                    sending <= 1; 
                    count1 <= 1;
                    datai <= DATAI;
                    bit1 <= 0;
                    TX <= 0;
                end
            end
        end
    end
endmodule 
### run.sh
#!/bin/bash
# OpenROAD 26Q1-2900-gdf79404cd8, Yosys 0.63+post, stock flow scripts
make -C /OpenROAD-flow-scripts/flow DESIGN_CONFIG=/design/flow/config.mk WORK_HOME=/design/flow/orfs finish
==> run notes <==
Results of the full flow below.

Worst setup path:
- The run gives the logic depth of the worst register-to-register path as 13.
- The run puts the arrival time at the worst endpoint at a little over 4000 ps.
- The run gives the cell repeated most along the worst path as sky130_fd_sc_hd__ha_1.
- Walking the worst path, the cells encountered are inv_1 -> ha_1 -> or3b_1 -> nor2_1 -> a22oi_1 -> a211oi_2 -> o211ai_2 -> ha_1 -> or4b_4 -> nor4_4 -> nand4_4 -> nor4b_4 -> mux2i_1.
- The run puts the buffering stage count on the worst path with inverters included at 1.
- The worst setup path is launched from a flop.
- The run puts the maximum fanout encountered on the critical timing path at 8.
- Per STA, the highest per-stage delay on the worst path measures 550 ps.
- Grouping stages by cell kind, the critical path spends the most delay in simple AND/OR/NAND/NOR gates.
- The run gives the critical path required time as between 4000 and 5000 ps.
- The run gives the cell type of the slowest stage on the worst timing path as sky130_fd_sc_hd__or4b_4.
- The run puts the total number of cells along the worst setup path at 13.
- The run gives the category of the critical setup timing path as reg2reg.
- The run gives the kind of capture point of the worst setup path as a flop.

Place:
- The run puts the number of I/O port buffers at 22.
- The run puts the HPWL after detailed placement at roughly 8.3 mm.
- The run puts the weighted congestion at the end of routability-driven global placement at ~0.91.
- The run puts the total cell area at the placement stage at about 6100 sq um.

GRT:
- In the global route stage, overall resource usage came out at 21.9%.
- The run gives the number of global-route vias before repair as 4280.
- The run puts the global-route congestion overflow total at 0.
- The run gives the maximum number of pins on one net before global-route repair as 28.
- The run gives the initial antenna violation count as 0.
- The first global-routing pass estimated 19.9 mm of wire.

Clock network:
- The run gives the number of buffers created by CTS as 9.
- The run gives the clock latency of the later-clocked register in the worst-skew pair as between 300 and 400 ps.
- In this run the clock root is driven by a sky130_fd_sc_hd__clkbuf_16.
- The run puts the worst-case clock buffer depth at 2.
- The run gives the clock input transition at the sequential cells of the worst setup and hold paths as 60 ps.
- The run gives the clock tree from TritonCTS as done.
- In this run the number of H-tree levels came out at 3.
- The run puts the number of clock sinks at a little over 90.

Yosys:
- The run gives the post-synthesis register bit count as roughly 90.
- The run puts the area figure in the yosys stat output at approximately 5700 sq um.
- Ranked by total cell area, the synthesized netlist is headed by sky130_fd_sc_hd__dfrtp_1, sky130_fd_sc_hd__edfxtp_1, sky130_fd_sc_hd__ha_1.
- The run gives the fraction of post-synthesis cell area in the top cell type by area as roughly 30%.
- In the Yosys report the total cell count is 589.
- The run puts the average cell area after synthesis at between 9 and 10 sq um.
- The run gives the post-synthesis cell type with the largest combined area as sky130_fd_sc_hd__dfrtp_1.
- The cell area that synthesis handed to floorplanning was ~5700 sq um.
- The warning tally printed by Yosys for this design is 1.
- Yosys mapped the design onto between 70 and 80 distinct sky130hd cell types.
- The run puts the number of enable flip-flop cells at 24.
- For this run, the leading register cell type out of synthesis is sky130_fd_sc_hd__dfrtp_1.
- The run gives the count of mapped cells out of synthesis as a little under 600.
- Summing the sequential cell areas from Yosys gives a little over two fifths of the chip area.
- The run gives the fraction of registers with async set or reset after synthesis as between 70% and 80%.

STA:
- The run gives the time the final worst path needs with I/O delays and setup as roughly 3900 ps.
- Looking at the max-slew report, the worst-margin pin has a slew of 735 ps.
- Headroom to the max-slew limit came out at between 50% and 60%.
- Per the final timing report, the hold violations number 0.
- The run puts the final clock skew at approximately 5.6 ps.
- The run gives the number of pins exceeding their max-slew limit in the final report as 0.
- The run gives the final cycle utilization of the critical path as a little over nine tenths.
- In the final report, the number of endpoints failing setup comes to 0.
- Timing would allow up to between 200 and 300 MHz.

Outcome:
- The flow ran to the end, and the final reports show no timing, DRC or antenna violations.

Route:
- Nets still carrying antenna violations after routing amount to 0.
- The first detailed-routing pass ran for 4 iterations.
- The run puts the routed wire length per instance at around 15 microns.
- The run gives the routed wire length as about 12 mm.
- The run gives the number of design-rule violations left by the first detailed-router iteration as between 200 and 250.
- The run puts the number of antenna diodes at 0.
- Summing over every cut layer, the via total after detailed routing is about 4400.
- The run gives the post-route DRC violation count as 0.
- Using the TritonRoute via totals, the vias-per-cell ratio works out to slightly below 6.

Die:
- The run gives the total die area as ~12000 sq um.
- The run puts the vertical die dimension at 108 microns.
- The share of the core area taken by cells at floorplan is 51.8%.
- The initialized floorplan defines 38 standard-cell rows.
- The total area inside the core boundary comes to ~11000 sq um.
- The run puts the width of the chip at 108 microns.
- The run puts the total I/O pin count at 23.

Power:
- The run puts the power per cell area at roughly 470 nW/um^2.
- Total power for the finished layout comes to 3.06 mW.
- The run puts the static leakage at 2.87 nW.
- The run gives the worst supply voltage drop on vdd as 420 uV.

Layout:
- The run gives the layout overhead on the synthesized area as 14.6%.
- Per the final layout report, the fraction of cells sized above drive strength 1 comes to 10.5%.
- The run puts the design area at between 6000 and 7000 sq um.

Job:
- In this run the maximum-capacitance check reported violations numbering 0.
- The run puts the count of warning messages emitted by the tools at 33.

Min path:
- According to the hold report, the worst path is of the in2async type.
-- cell usage in the layout (no fill, tap or decap), types with 4 or more instances in the layout --
cell and n:
sky130_fd_sc_hd__or3_1 11, sky130_fd_sc_hd__nand4_1 10, sky130_fd_sc_hd__nand2b_1 4, sky130_fd_sc_hd__mux2i_1 10, sky130_fd_sc_hd__xor2_1 16, sky130_fd_sc_hd__and3_1 17, sky130_fd_sc_hd__dfrtp_1 67, sky130_fd_sc_hd__ha_1 34
sky130_fd_sc_hd__o21ai_0 43, sky130_fd_sc_hd__nor2_1 46, sky130_fd_sc_hd__buf_4 21, sky130_fd_sc_hd__o21a_1 5, sky130_fd_sc_hd__o21ai_1 12, sky130_fd_sc_hd__inv_1 19, sky130_fd_sc_hd__xnor2_1 9, sky130_fd_sc_hd__clkbuf_16 9
sky130_fd_sc_hd__a21o_1 9, sky130_fd_sc_hd__o211ai_1 6, sky130_fd_sc_hd__nor3_1 10, sky130_fd_sc_hd__and2_1 7, sky130_fd_sc_hd__a21oi_1 24, sky130_fd_sc_hd__o31ai_1 11, sky130_fd_sc_hd__edfxtp_1 24, sky130_fd_sc_hd__nand2_1 70
sky130_fd_sc_hd__nor2b_1 6, sky130_fd_sc_hd__clkdlybuf4s50_1 21, sky130_fd_sc_hd__a211oi_1 4, sky130_fd_sc_hd__or4_1 4, sky130_fd_sc_hd__nor4_1 8, sky130_fd_sc_hd__nand3_1 21
-- timing repair --
action                     4_1_cts  5_1_grt
hold buffers                     0        0
setup endpoints to repair        0        7
buffers inserted                 0        3
gates resized                    0        7
-- cells by family after synthesis --
group	Yosys count	share of synthesized area, %
AND/OR/NAND/NOR	243	23.0
AND-OR/OR-AND	138	16.0
flip-flops	92	42.8
buffers and inverters	41	3.16
adder cells (fa/ha/maj)	35	7.86
XOR/XNOR	27	4.44
multiplexers	13	2.76
-- metal layers --
metal  part of all wire [%]  track usage (%)  up-vias
li1                       -                -     2230
met1                     52             36.0     2122
met2                     43             33.0       53
met3                    2.9             2.88       14
met4                    1.7             3.19        0
met5                      0                0        -
-- final cells by class --
class	count	area [sq um]
repair buffers	43	373
clock inverters	5	82.6
inverters	20	75.1
well taps	140	175
clock buffers	11	243
flip-flops and latches	92	2420
multi-input cells	456	3120
fillers	911	4450
-- worst reg2reg max path, delay by kind of cell, from the launching register on --
kind            cells  cell delay [ps]
simple gates        6             1890
compound gates      3              600
fa+ha+maj           2              500
flops               1              390
mux                 1              220
buf+inv             1              110
-- through the flow --
| stage | TNS, ps | std cells | hold slack (ps) | setup slack [ps] | util (%) |
|---|---|---|---|---|---|
| after floorplan | 0 | 589 | 427 | 55.1 | - |
| after global placement | 0 | 748 | 441 | 222 | 55.7 |
| after detailed placement | 0 | 748 | 432 | 178 | 55.7 |
| after CTS | 0 | 764 | 436 | 169 | 58.7 |
| after global routing | -86.8 | 767 | 457 | -28.8 | 59.3 |
| final | 0 | 767 | 430 | 143 | 59.3 |
-- registers in the layout (all words and copies together) (netlist names) --
register  count
TX            1
bit0          8
bit1          8
VALID         1
count1       16
datao         8
count0       16
sending       1
datai         8
recving       1
varCount     16
DATAO         8
-- path summary, 6_finish.rpt --
check | from | endpoint | slack [ps]
setup reg to reg | bit0[1] | datao[1] | 140
max in group asynchronous | RESET_N | TX | 2800
hold / removal | RESET_N | varCount[1] | 430
min in group clk0 | datao[3] | DATAO[3] | 450
hold reg to reg | datao[3] | DATAO[3] | 450
setup / recovery | bit0[1] | datao[1] | 140
-- synthesized netlist by cell type (3+ instances only) --
master                      n
sky130_fd_sc_hd__o21bai_1   3
sky130_fd_sc_hd__nor4_2     3
sky130_fd_sc_hd__nand2_1   70
sky130_fd_sc_hd__a21oi_1   24
sky130_fd_sc_hd__a21o_1     9
sky130_fd_sc_hd__or4_1      4
sky130_fd_sc_hd__and3_1    17
sky130_fd_sc_hd__ha_1      34
sky130_fd_sc_hd__nand4_1   10
sky130_fd_sc_hd__o31ai_1   11
sky130_fd_sc_hd__o21ai_1   13
sky130_fd_sc_hd__o21ai_0   43
sky130_fd_sc_hd__nor2b_1    6
sky130_fd_sc_hd__a211oi_1   4
sky130_fd_sc_hd__dfrtp_1   67
sky130_fd_sc_hd__xor2_1    16
sky130_fd_sc_hd__inv_1     20
sky130_fd_sc_hd__buf_2      5
sky130_fd_sc_hd__nand2b_1   4
sky130_fd_sc_hd__clkbuf_1  11
sky130_fd_sc_hd__o21a_1     5
sky130_fd_sc_hd__or3_1     11
sky130_fd_sc_hd__o211ai_1   6
sky130_fd_sc_hd__nor4b_2    3
sky130_fd_sc_hd__nor2_1    46
sky130_fd_sc_hd__nor3_1    12
sky130_fd_sc_hd__edfxtp_1  24
sky130_fd_sc_hd__nor4_1     9
sky130_fd_sc_hd__xnor2_1    9
sky130_fd_sc_hd__and2_1     7
sky130_fd_sc_hd__nand4b_1   3
sky130_fd_sc_hd__nand3_1   21
sky130_fd_sc_hd__mux2i_1   10
-- power breakdown --
group | total (mW) | switching, mW | leakage [nW] | internal, mW
Sequential | 1.24 | 0.138 | 1.07 | 1.10
Clock | 0.932 | 0.363 | 0.161 | 0.568
Combinational | 0.889 | 0.474 | 1.63 | 0.415
Total | 3.06 | 0.975 | 2.87 | 2.09
Power figures rest on the tool's default switching activity, not on a simulated workload.
